`flow/design.v`:
```
`timescale 1ns/10ps
module codificador_pt2262(
    input logic clk,         
    input logic reset,       
    input logic [7:0] A,     
    input logic [3:0] D,     
    output logic sync,       
    output logic cod_o       
);
logic [6:0] counter, counter_ff;         
logic [1:0] wave;                        
logic [15:0] Ax;                         
logic [7:0] A_F, A_01;                   
logic osc;                               
comp_endereco Ax01F(.A(A), .A_01(A_01), .A_F(A_F));
gera_ax gera_ax(.A_F(A_F), .A_01(A_01), .Ax(Ax));
oscilador osc1(.clk(clk), .rst(reset), .osc(osc));
typedef enum integer{INICIO, A0, A1, A2, A3, A4, A5, A6, A7, D3, D2, D1, D0, SYNC} estado_tipo;
estado_tipo prox_estado;     
estado_tipo estado_atual;    
always_ff @(posedge osc or posedge reset) begin: atualiza_estado_e_contadores
    if (reset) begin
        estado_atual <= INICIO;
        counter_ff <= 0;
    end 
    else begin
        estado_atual <= prox_estado;     
        counter_ff <= counter;           
    end
end
always_comb begin : maquina_de_estados
    prox_estado = estado_atual;
    sync = 0;
    wave = 2'bx;
    cod_o = 0;
    counter = 0;
    case(estado_atual)
    INICIO: prox_estado = A0;
    A0: begin
        counter = counter_ff + 1;    
        wave = Ax[1:0];              
        if(counter==32) begin        
            counter = 0;
            prox_estado = A1;
        end
    end
    A1: begin
        counter = counter_ff + 1;
        wave = Ax[3:2];
        if(counter==32) begin
            counter = 0;
            prox_estado = A2;
        end
    end
    A2: begin 
        counter = counter_ff + 1;
        wave = Ax[5:4];
        if(counter==32) begin
            counter = 0;
            prox_estado = A3;
        end
    end
    A3: begin
        counter = counter_ff + 1;
        wave = Ax[7:6];
        if(counter==32) begin
            counter = 0;
            prox_estado = A4;
        end
    end
    A4: begin
        counter = counter_ff + 1;
        wave = Ax[9:8];
        if(counter==32) begin
            counter = 0;
            prox_estado = A5;
        end
    end
    A5: begin
        counter = counter_ff + 1;
        wave = Ax[11:10];
        if(counter==32) begin
            counter = 0;
            prox_estado = A6;
        end
    end
    A6: begin 
        counter = counter_ff + 1;
        wave = Ax[13:12];
        if(counter==32) begin
            counter = 0;
            prox_estado = A7;
        end
    end
    A7: begin 
        counter = counter_ff + 1;
        wave = Ax[15:14];
        if(counter==32) begin
            counter = 0;
            prox_estado = D3;
        end
    end
    D3: begin
        counter = counter_ff + 1;
        if(D[3]==1) wave = 2'b11;
        else wave = 2'b00;
        if(counter==32) begin
            counter = 0;
            prox_estado = D2;
        end
    end
    D2: begin
        counter = counter_ff + 1;
        if(D[2]==1) wave = 2'b11;
        else wave = 2'b00;
        if(counter==32) begin
            counter = 0;
            prox_estado = D1;
        end
    end
    D1: begin
        counter = counter_ff + 1;
        if(D[1]==1) wave = 2'b11;
        else wave = 2'b00;
        if(counter==32) begin
            counter = 0;
            prox_estado = D0;
        end
    end
    D0: begin
        counter = counter_ff + 1;
        if(D[0]==1) wave = 2'b11;
        else wave = 2'b00;
        if(counter==32) begin
            counter = 0;
            prox_estado = SYNC;
        end
    end
    SYNC: begin
        counter = counter_ff + 1;
        wave = 2'b10;
        sync = 1;
        if(counter==127) begin
            counter = 0;
            prox_estado = INICIO;
        end
    end
    endcase
    case(wave)
    2'b00: begin  
        if(counter==0) cod_o = 0;
        else if(counter<=4) cod_o = 1;
        else if(counter<=16) cod_o = 0;
        else if(counter<=20) cod_o = 1;
        else if(counter>20) cod_o = 0;
    end
    2'b11: begin  
        if(counter==0) cod_o = 0;
        else if(counter<=12) cod_o = 1;
        else if(counter<=16) cod_o = 0;
        else if(counter<=28) cod_o = 1;
        else if(counter>28) cod_o = 0;
    end
    2'b01: begin  
        if(counter==0) cod_o = 0;
        else if(counter<=4) cod_o = 1;
        else if(counter<=16) cod_o = 0;
        else if(counter<=28) cod_o = 1;
        else if(counter>28) cod_o = 0;
    end
    2'b10: begin  
        if(counter==0) cod_o = 0;
        else if(counter<=4) cod_o = 1;
        else cod_o = 0;
    end
    endcase
end
endmodule
module comp_endereco(
input [7:0] A, 		 
output reg [7:0] A_01, 	 
output reg [7:0] A_F   	 
);
integer i;
always_comb
begin
	for(i=0; i<8; i=i+1)
	begin
		if(A[i]===1'bz)
		begin
			A_01[i]=1'bx;
			A_F[i] =1'b1;
		end
		else
		begin
			A_01[i]=A[i];
			A_F[i] =1'b0;
		end
	end
end
endmodule
`timescale 1ns/10ps
module gera_ax(
    input logic [7:0] A_F, A_01,  
    output logic [15:0] Ax  
);
always_comb begin : gera_valor_Ax
    if(A_F[0]==1) Ax[1:0] = 01;
    else begin
        if(A_01[0]==1) Ax[1:0] = 11;
        else Ax[1:0] = 00;
    end
    if(A_F[1]==1) Ax[3:2] = 01;
    else begin
        if(A_01[1]==1) Ax[3:2] = 11;
        else Ax[3:2] = 00;
    end
    if(A_F[2]==1) Ax[5:4] = 01;
    else begin
        if(A_01[2]==1) Ax[5:4] = 11;
        else Ax[5:4] = 00;
    end
    if(A_F[3]==1) Ax[7:6] = 01;
    else begin
        if(A_01[3]==1) Ax[7:6] = 11;
        else Ax[7:6] = 00;
    end
    if(A_F[4]==1) Ax[9:8] = 01;
    else begin
        if(A_01[4]==1) Ax[9:8] = 11;
        else Ax[9:8] = 00;
    end
    if(A_F[5]==1) Ax[11:10] = 01;
    else begin
        if(A_01[5]==1) Ax[11:10] = 11;
        else Ax[11:10] = 00;
    end
    if(A_F[6]==1) Ax[13:12] = 01;
    else begin
        if(A_01[6]==1) Ax[13:12] = 11;
        else Ax[13:12] = 00;
    end
    if(A_F[7]==1) Ax[15:14] = 01;
    else begin
        if(A_01[7]==1) Ax[15:14] = 11;
        else Ax[15:14] = 00;
    end
end
endmodule
`timescale 1ns/10ps
module oscilador(
    input logic clk,  
    input logic rst,  
    output logic osc  
);
logic [6:0] counter;  
always_ff @(posedge clk) begin 
    if(rst) begin
        counter <= 0;
        osc <= 1;
    end
    else begin
        osc <= osc;
        if(counter==125) begin
            counter <= 0;  
            osc <= ~osc;  
        end
        else begin
            counter <= counter + 1;
        end
    end
end
endmodule
```
`flow/run.sh`:
```
#!/bin/bash
# OpenROAD 26Q1-2900-gdf79404cd8, Yosys 0.63+post, stock flow scripts
make -C /OpenROAD-flow-scripts/flow DESIGN_CONFIG=/design/flow/config.mk WORK_HOME=/design/flow/orfs finish
```
`flow/config.mk`:
```
export PLATFORM = sky130hd
export DESIGN_NAME = codificador_pt2262
export DESIGN_NICKNAME = codificador_pt2262
export VERILOG_FILES = /design/flow/design.v
export SDC_FILE = /design/flow/constraint.sdc
export NUM_CORES = 4
export LEC_CHECK = 1
export CORE_AREA = 10 10 109 109
export DIE_AREA = 0 0 119 119
```
`flow/constraint.sdc`:
```
current_design codificador_pt2262

set clk_period 2.8
set clk_io_pct 0.2

create_clock -name clk0 -period $clk_period [get_ports {clk}]

set non_clock_inputs [all_inputs -no_clocks]
set_input_delay [expr $clk_period * $clk_io_pct] -clock clk0 $non_clock_inputs
set_output_delay [expr $clk_period * $clk_io_pct] -clock clk0 [all_outputs]
```
==> results.sh <==
# physical design summary
export IMPL_status="completed"
export IMPL_worstSetupPathType="input pin to output port"
export IMPL_required_ns=2.24
export IMPL_die_w_um=119
export IMPL_num_vias=938
export IMPL_h_tree_depth=1
export IMPL_final_hold_viol_count=0
export IMPL_finalWorstSetupSlack_ns=0.113
export IMPL_fin_cells=278
export IMPL_finalWirelength_um=2280
export IMPL_chipArea_mm2=0.0142
export IMPL_hold_path_end="osc1.counter[0]$_SDFF_PP0_"
export IMPL_numSynthFlops=29
export IMPL_openroad_warnings=35
export IMPL_setup_viol=0
export IMPL_edf_count=0
export IMPL_worstPathArrival_ns=2.13
export IMPL_min_period_ns=2.69
export IMPL_p_leak_nw=0.728
export IMPL_fin_tns_setup_ns=0
export IMPL_maxCapViolations=0
export IMPL_holdPathStages=1
export IMPL_antenna_found_initial=0
export IMPL_cp_max_fo=2
export IMPL_via_per_inst=3.37
export IMPL_fin_worst_skew_ns=0.00267
export IMPL_drv_slew=0
export IMPL_start_kind="input pin"
export IMPL_grt_max_degree=23
export IMPL_drive_above_1_share_pct=20.0
export IMPL_first_pass_iters=3
export IMPL_fin_crit_sh_pct=96.0
export IMPL_final_cell_mix="nor2_1, dfrtp_1, mux2_2"
export IMPL_unclocked_regs=21
export IMPL_synth_seq_share_pct=48.2
export IMPL_crit_chain="clkdlybuf4s50_1 -> a22oi_1 -> nand2_1 -> or3_4 -> a21bo_1 -> maj3_2 -> o22ai_2 -> clkbuf_2"
export IMPL_dp_slack_ns=-0.231
export IMPL_insertion_delay_ns=0.22
export IMPL_yosysWarningCount=5
export IMPL_max_freq_ghz=0.372
export IMPL_cts_root_buffer="clkbuf_8"
export IMPL_unconstrained_endpoints=22
export IMPL_core_mm2=0.00964
export IMPL_holdBufCountCts=0
export IMPL_regArea_um2=687
export IMPL_cts_made_buffers=3
export IMPL_ys_flop_type="dfrtp_1"
export IMPL_tightestPinTransition_ns=0.767
export IMPL_ir_worst_vdd_uv=263
export IMPL_cpMaxStageDelayCell="clkdlybuf4s50_1"
export IMPL_slew_headroom_pct=48.7
export IMPL_hold_start="osc1.counter[0]$_SDFF_PP0_"
export IMPL_min_path_type="flop to flop"
export IMPL_drc=0
export IMPL_netlist_area_mm2=0.00143
export IMPL_first_global_vias=964
export IMPL_layout_area_comb_um2=707
export IMPL_syn_inst=136
export IMPL_cts_tree="done"
export IMPL_area_growth_pct=19.5
export IMPL_ff2ff_path_depth=5
export IMPL_overflow=0
export IMPL_n_antenna_cell=0
export IMPL_clk_pin_slew_ns=0.04
export IMPL_port_buffers=7
export IMPL_grt_pass1_wl_um=4150
export IMPL_max_stage_delay_ns=0.40
export IMPL_p_per_area_mw_per_mm2=164
export IMPL_fill_cells=1092
export IMPL_initial_core_util_pct=14.8
export IMPL_async_flop_share_pct=72.4
export IMPL_end_kind="output port"
export IMPL_ios=16
export IMPL_num_rows=36
export IMPL_routabilityCongestion=0.836
export IMPL_rsz0062_at_grt="no"
export IMPL_synth_area_per_cell_um2=10.5
export IMPL_cts_max_path_buffers=2
export IMPL_r2r_setup_slack_ns=1.49
export IMPL_ant_nets=0
export IMPL_rr_endpoint="osc1.counter[4]$_SDFF_PP0_"
export IMPL_r2r_start="osc1.counter[1]$_SDFF_PP0_"
export IMPL_synth_cells_yosys=136
export IMPL_netlist_cell_type_count=41
export IMPL_dp_cells=275
export IMPL_critical_path_top_delay_family="buffers and inverters"
export IMPL_track_usage_pct=3.25
export IMPL_place_hpwl_um=1720
export IMPL_wire_per_inst_um=8.18
export IMPL_die_h_um=119
export IMPL_post_route_util_pct=17.7
export IMPL_drt_initial_drc_count=29
export IMPL_cp_num_buf_inv=2
export IMPL_ys_area_mm2=0.00143
## synth_stat cells (2+ instances only)
master	number	area share, %
dfxtp_1	8	11
o21ai_0	3	1.1
a21oi_1	2	0.70
xnor2_1	4	2.5
nand3_1	7	2.5
o21a_1	2	1.1
a22oi_1	2	1.1
maj3_2	2	1.6
inv_1	6	1.6
nor3_1	2	0.70
and4_1	2	1.2
xor2_1	8	4.9
ha_1	4	3.5
nand2_1	9	2.4
nor2_1	20	5.3
dfrtp_1	20	35
mux2_2	11	8.7
## per-stage QoR
stage               total power, mW  cell area, um2  hold WS [ns]
floorplan                     0.135            1430         0.445
global placement              0.147            1660         0.463
detailed placement            0.148            1660         0.475
CTS                           0.285            1700         0.485
global route                  0.293            1700         0.519
finish                        0.280            1700         0.485
## routing by layer
| layer | up-vias | part of all wire [%] | GRT usage, % |
|---|---|---|---|
| li1 | 491 | - | - |
| met1 | 443 | 53 | 4.55 |
| met2 | 4 | 46 | 5.53 |
| met3 | 0 | 1.2 | 0.288 |
| met4 | 0 | 0 | 0.305 |
| met5 | - | 0 | 0 |
## worst max-delay path by stage
| stage | slack [ns] | cells past startpoint | start | to |
|---|---|---|---|---|
| 6_report | 0.11 | 8 | D[0] | cod_o |
| 5_1_grt | 0.0008 | 8 | D[0] | cod_o |
| 4_1_cts | 0.01 | 8 | D[0] | cod_o |
## logic make-up (layout without fill, tap and decap cells)
group	count (synthesis)	count (layout)	share of synthesized area [%]
multiplexers	11	11	8.68
XOR/XNOR	12	12	7.37
buffers and inverters	9	18	2.98
AND/OR/NAND/NOR	51	51	17.9
adder cells (fa/ha/maj)	6	6	5.09
AND-OR/OR-AND	18	18	9.82
flip-flops	29	29	48.2
## layout make-up
class                      count  share of cell area, %
timing repair buffer           9                   4.70
inverter                       6                   1.32
clock buffer                   3                   2.42
sequential                    29                   40.3
tap                          133                   9.77
multi-input combinational     98                   41.5
## worst reg2reg max path, stage by stage, from the launching register on
cell and delay [ns]:
dfxtp_1 0.36, inv_1 0.06, ha_1 0.17, and4_1 0.20, or2_2 0.35, nor2_1 0.12
## report_power, final
part | switching, mW | total (mW) | leakage (nW) | internal [mW]
Combinational | 0.0121 | 0.0233 | 0.351 | 0.0113
Sequential | 0.00392 | 0.122 | 0.356 | 0.118
Clock | 0.0419 | 0.135 | 0.0216 | 0.0928
## timing repair
| action | CTS | global route |
|---|---|---|
| pin swaps | 5 | 4 |
| buffers inserted | 0 | 0 |
| gates resized | 2 | 3 |
| endpoints found under the setup margin | 1 | 1 |
| cloned | 0 | 0 |
Power is estimated from default activity; no workload was simulated.
