--- /design/flow/design.v ---
module comp_endereco(
input [7:0] A, 		 
output reg [7:0] A_01, 	 
output reg [7:0] A_F   	 
);
integer i;
always_comb
begin
	for(i=0; i<8; i=i+1)
	begin
		if(A[i]===1'bz)
		begin
			A_01[i]=1'bx;
			A_F[i] =1'b1;
		end
		else
		begin
			A_01[i]=A[i];
			A_F[i] =1'b0;
		end
	end
end
endmodule
`timescale 1ns/10ps
module decodificador_pt2272(
input logic  clk,        
input logic reset,       
input logic [7:0] A,     
input logic cod_i,       
output logic [3:0] D,    
output logic dv          
);
logic [6:0] counter, counter_ff;                 
logic [15:0] Ax_recebido, Ax_lido, Ax_lido_ff;   
logic [3:0] Dx, Dx_ff, D_ff;                     
logic [7:0] A_F, A_01;                           
logic osc;                                       
typedef enum integer{INICIO, A0, A1, A2, A3, A4, A5, A6, A7, D3, D2, D1, D0, SYNC, FIM} estado_tipo;
estado_tipo prox_estado;     
estado_tipo estado_atual;    
comp_endereco Ax01F(.A(A), .A_01(A_01), .A_F(A_F));
gera_ax gera_ax(.A_F(A_F), .A_01(A_01), .Ax(Ax_recebido));
oscilador osc1(.clk(clk), .rst(reset), .osc(osc));
always_ff @(posedge osc or posedge reset) begin : atualiza_estado_e_contadores
    if(reset) begin
        estado_atual <= 0;
        counter_ff <= 0;
        D_ff <= 0;
        Dx_ff <= 0;
        Ax_lido_ff <= 0;
    end
    else begin 
        estado_atual <= prox_estado;
        counter_ff <= counter;
        D_ff <= D;
        Dx_ff <= Dx;
        Ax_lido_ff <= Ax_lido;
    end
end
always_comb begin
    prox_estado = estado_atual;
    counter = 0;
    Ax_lido = Ax_lido_ff;
    Dx = Dx_ff;
    D = D_ff;
    dv = 0;
    if(reset) begin
        prox_estado = 0;
        counter = 0;
        Ax_lido = 16'b0;
        Dx = 4'b0;
        D = 4'b0;
        dv = 0;
    end
    else
    case(estado_atual)
        INICIO: begin
            if (cod_i==1) prox_estado = A0;       
        end
        A0: begin
            counter = counter_ff + 1;                    
            if (counter==7 && cod_i==1) Ax_lido[1]=1;    
            if (counter==24 && cod_i==1) Ax_lido[0]=1;   
            if (counter==32) begin                       
                counter = 0;
                prox_estado = A1;
            end
        end
        A1: begin
            counter = counter_ff + 1;
            if (counter==7 && cod_i==1) Ax_lido[3]=1;
            if (counter==24 && cod_i==1) Ax_lido[2]=1;
            if (counter==32) begin
                counter = 0;
                prox_estado = A2;
            end
        end
        A2: begin
            counter = counter_ff + 1;
            if (counter==7 && cod_i==1) Ax_lido[5] = 1;
            if (counter==24 && cod_i==1) Ax_lido[4] = 1;
            if (counter==32) begin
                counter = 0;
                prox_estado = A3;
            end
        end
        A3: begin
            counter = counter_ff + 1;
            if (counter==7 && cod_i==1) Ax_lido[7] = 1;
            if (counter==24 && cod_i==1) Ax_lido[6] = 1;
            if (counter==32) begin
                counter = 0;
                prox_estado = A4;
            end
        end
        A4: begin
            counter = counter_ff + 1;
            if (counter==7 && cod_i==1) Ax_lido[9] = 1;
            if (counter==24 && cod_i==1) Ax_lido[8] = 1;
            if (counter==32) begin
                counter = 0;
                prox_estado = A5;
            end
        end
        A5: begin
            counter = counter_ff + 1;
            if (counter==7 && cod_i==1) Ax_lido[11] = 1;
            if (counter==24 && cod_i==1) Ax_lido[10] = 1;
            if (counter==32) begin
                counter = 0;
                prox_estado = A6;
            end
        end
        A6: begin
            counter = counter_ff + 1;
            if (counter==7 && cod_i==1) Ax_lido[13] = 1;
            if (counter==24 && cod_i==1) Ax_lido[12] = 1;
            if (counter==32) begin
                counter = 0;
                prox_estado = A7;
            end
        end
        A7: begin
            counter = counter_ff + 1;
            if (counter==7 && cod_i==1) Ax_lido[15] = 1;
            if (counter==24 && cod_i==1) Ax_lido[14] = 1;
            if (counter==32) begin
                counter = 0;
                prox_estado = D3;
            end
        end
        D3: begin
            counter = counter_ff + 1;
            if (counter==7 && cod_i==1) Dx[3] = 1;
            if (counter==32) begin
                counter = 0;
                prox_estado = D2;
            end
        end
        D2: begin
            counter = counter_ff + 1;
            if (counter==7 && cod_i==1) Dx[2] = 1;
            if (counter==32) begin
                counter = 0;
                prox_estado = D1;
            end
        end
        D1: begin
            counter = counter_ff + 1;
            if (counter==7 && cod_i==1) Dx[1] = 1;
            if (counter==32) begin
                counter = 0;
                prox_estado = D0;
            end
        end
        D0: begin
            counter = counter_ff + 1;
            if (counter==7 && cod_i==1) Dx[0] = 1;
            if (counter==32) begin
                counter = 0;
                prox_estado = SYNC;
            end
        end
        SYNC: begin
            counter = counter_ff + 1;
            if (counter==120) begin
                counter = 0;
                prox_estado = FIM;
            end
        end
        FIM: begin  
            if(Ax_lido==Ax_recebido) begin 
                D = Dx;
                dv = 1;
                Dx = 0;  
            end
            prox_estado = INICIO;
        end
        endcase
end
endmodule
`timescale 1ns/10ps
module gera_ax(
    input logic [7:0] A_F, A_01,  
    output logic [15:0] Ax  
);
always_comb begin : gera_valor_Ax
    if(A_F[0]==1) Ax[1:0] = 01;
    else begin
        if(A_01[0]==1) Ax[1:0] = 11;
        else Ax[1:0] = 00;
    end
    if(A_F[1]==1) Ax[3:2] = 01;
    else begin
        if(A_01[1]==1) Ax[3:2] = 11;
        else Ax[3:2] = 00;
    end
    if(A_F[2]==1) Ax[5:4] = 01;
    else begin
        if(A_01[2]==1) Ax[5:4] = 11;
        else Ax[5:4] = 00;
    end
    if(A_F[3]==1) Ax[7:6] = 01;
    else begin
        if(A_01[3]==1) Ax[7:6] = 11;
        else Ax[7:6] = 00;
    end
    if(A_F[4]==1) Ax[9:8] = 01;
    else begin
        if(A_01[4]==1) Ax[9:8] = 11;
        else Ax[9:8] = 00;
    end
    if(A_F[5]==1) Ax[11:10] = 01;
    else begin
        if(A_01[5]==1) Ax[11:10] = 11;
        else Ax[11:10] = 00;
    end
    if(A_F[6]==1) Ax[13:12] = 01;
    else begin
        if(A_01[6]==1) Ax[13:12] = 11;
        else Ax[13:12] = 00;
    end
    if(A_F[7]==1) Ax[15:14] = 01;
    else begin
        if(A_01[7]==1) Ax[15:14] = 11;
        else Ax[15:14] = 00;
    end
end
endmodule
`timescale 1ns/10ps
module oscilador(
    input logic clk,  
    input logic rst,  
    output logic osc  
);
logic [6:0] counter;  
always_ff @(posedge clk) begin 
    if(rst) begin
        counter <= 0;
        osc <= 1;
    end
    else begin
        osc <= osc;
        if(counter==125) begin
            counter <= 0;  
            osc <= ~osc;  
        end
        else begin
            counter <= counter + 1;
        end
    end
end
endmodule
--- /design/flow/run.sh ---
#!/bin/bash
# OpenROAD 26Q1-2900-gdf79404cd8, Yosys 0.63+post, stock flow scripts
make -C /OpenROAD-flow-scripts/flow DESIGN_CONFIG=/design/flow/config.mk WORK_HOME=/design/flow/orfs finish
--- /design/flow/config.mk ---
export PLATFORM = sky130hd
export DESIGN_NAME = decodificador_pt2272
export DESIGN_NICKNAME = decodificador_pt2272
export VERILOG_FILES = /design/flow/design.v
export SDC_FILE = /design/flow/constraint.sdc
export NUM_CORES = 4
export LEC_CHECK = 1
export CORE_UTILIZATION = 40
--- /design/flow/constraint.sdc ---
current_design decodificador_pt2272

set clk_period 1.9
set clk_io_pct 0.2

create_clock -name clk0 -period $clk_period [get_ports {clk}]

set non_clock_inputs [all_inputs -no_clocks]
set_input_delay [expr $clk_period * $clk_io_pct] -clock clk0 $non_clock_inputs
set_output_delay [expr $clk_period * $clk_io_pct] -clock clk0 [all_outputs]
==> run notes <==
flow finished, numbers: yosys cell count 267, unrepaired setup endpoints after global routing no, Post-synth seq share 0.511, Slew Viols, Final 0, largest fanout on the critical path 6, antenna cells 0, worst r2r dst osc1.counter[6]$_SDFF_PP0_, Max Clock Freq 548 MHz, die height 82.1 um, Hold Vio Cnt, Final 0, Final Wtd Congestion 0.776, Async SR Flop Fraction 0.852, RR Startpoint osc1.counter[0]$_SDFF_PP0_, post-route ant nets 0, CP Launch Type input port, die width 82.1 um, Crit. Startpoint reset, Finished Layout Cells 345, share of cells above drive strength 1 0.0926, type of the worst min-delay path flop to flop, slowest CP cell clkdlybuf4s50_1, Root Buffer clkbuf_8, post-layout min period 1.82 ns, Post-CTS Setup Bufs 0, CTS Buf Count 3, worst-margin pin slew 0.846 ns, Leak Pwr 1.10 nW, CP Cell Sequence dlygate4sd2_1 -> buf_4 -> a21oi_1 -> clkdlybuf4s50_1, YS chip area 0.00257 mm^2, fp util 0.423, Dominant flop cell dfrtp_1, crit path to D[1], Wirelength per Cell 15.2 um, Reg clk slew, reported paths 0.04 ns, initial antenna violation count 0, FF-to-FF setup slack 0.67 ns, # fillers 562, placed insts 342, met1 Usage GRT 0.273, Post-route DRC 0, yosys warning tally 5, endpoints left unconstrained 46, vias in the first global route 1,894, critical path arrival 1.44 ns, M2 GR Usage 0.281, post-synthesis cell type with the largest instance count dfrtp_1, register pins left without a clock 46, CP bufs+invs 3, final instance area 0.00277 mm^2, Post-synth EDFFs 0, number of DRC markers in iteration 0 101, Layout Skew 0.00553 ns, most frequent cells after synthesis 45 x dfrtp_1, 26 x nand3_1, 26 x nor2_1, die area 0.00674 mm^2, delay-heaviest family, CP buffers and inverters, post-synth top area share 0.439, gr ovfl total 0, critical path start-end classification input port to output pin, core area 0.00606 mm^2, io pins 16, Worst path depth 4, Setup-failing EPs final 0, status complete, no violations, Detailed Routing Iterations Pass 1 4, total number of vias 1,949, # port buffers 7, #FFs+latches synth 54, Netlist cell types 43, H-tree levels 1, worst reg2reg path depth 4, post-DP HPWL 3530 um, first-pass GRT wire length 9010 um, global routing's busiest layer met2, clock buffer depth 2, max_cap viols 0, Synth Instances 267, Area Growth Syn to Fin 7.85%, fin crit share 0.960, final wirelength 5230 um, Latency at later pin 0.23 ns, Total GRT Usage 0.178, FP Rows 28, Area after DPL 0.00272 mm^2, Rel. slew slack 0.436, Post-synth area hogs dfrtp_1 44%, dfxtp_1 6.2%, nand3_1 5.1%, Worst EP required 1.52 ns, Log Warnings 36, CP Capture Type output pin, vias per cell 5.65, GR Util met3 0.0379, Setup TNS 0 ns, Cell Pwr Density 166 mW/mm^2, Slowest Stage Delay on Critical Path 0.48 ns, VDD IR max 0.308 mV, pin count of the biggest net entering global routing 52, Syn Area/Cell 9.61 um^2, synthesized area 0.00257 mm^2, Yosys top cell by area dfrtp_1, CTS tree done
-- registers in the layout (all words and copies together) (netlist names) --
signal,count
osc1.counter,7
D_ff,4
estado_atual,15
counter_ff,7
osc1.osc,1
Dx_ff,4
Ax_lido_ff,16
-- worst min path at each step --
| stage | start | end | slack [ns] | cells after the start |
|---|---|---|---|---|
| 6_report | osc1.counter[0]$_SDFF_PP0_ | osc1.counter[0]$_SDFF_PP0_ | 0.45 | 1 |
| 5_1_grt | osc1.counter[0]$_SDFF_PP0_ | osc1.counter[0]$_SDFF_PP0_ | 0.49 | 1 |
| 4_1_cts | osc1.counter[0]$_SDFF_PP0_ | osc1.counter[0]$_SDFF_PP0_ | 0.46 | 1 |
-- report_power, final --
| part | internal, mW | switching (mW) |
|---|---|---|
| clock network | 0.137 | 0.0637 |
| logic | 0.0221 | 0.0573 |
| registers | 0.174 | 0.00460 |
| total | 0.333 | 0.126 |
-- layout by cell type, fill, tap and decap left out, types with 6 or more instances in the layout --
cell type	n
and3_1	6
nand3_1	26
xor2_1	6
o21ai_0	22
dfrtp_1	45
nand2_1	17
buf_4	9
dfxtp_1	8
inv_1	6
nor2_1	26
a21oi_1	18
a31oi_1	16
clkdlybuf4s50_1	6
-- area by class of cell --
cell class	count	area (um^2)	share of cell area
sequential	54	1310	0.474
inverter	7	30.0	0.0108
multi-input combinational	190	1150	0.417
timing repair buffer	16	136	0.0493
clock buffer	3	41.3	0.0149
tap	75	93.8	0.0339
-- metrics by stage --
| step | hold slack, ns | setup WS, ns | power (mW) | util |
|---|---|---|---|---|
| final | 0.455 | 0.0768 | 0.458 | 0.457 |
| after global placement | 0.441 | -0.149 | 0.263 | 0.448 |
| after floorplan | 0.430 | -0.0930 | 0.239 | - |
| after CTS | 0.459 | 0.0724 | 0.462 | 0.457 |
| after global routing | 0.492 | 0.0277 | 0.484 | 0.457 |
| after detailed placement | 0.451 | -0.131 | 0.263 | 0.448 |
-- what timing repair did --
action,CTS,global route
hold buffers,0,0
gates resized,4,0
setup endpoints to repair,5,0
hold endpoints to repair,0,0
-- per-layer routing --
metal	share of wire	wire [um]
met5	0	0
met2	0.45	2330
met3	0.053	276
met4	0.0025	13
met1	0.50	2610
-- logic make-up after synthesis --
family | share of synthesized area
buffers and inverters | 0.0434
and+or+nand+nor | 0.209
xor gates and xnor gates | 0.0307
AOI/OAI and AO/OA | 0.186
adders and majority gates | 0.0195
DFF | 0.511
Power and IR drop assume default switching activity.
